==> flow/design.v <==
module register_file (
    input  logic        clk,
    input  logic        we,
    input  logic [4:0]  ra1, ra2, wa,
    input  logic [31:0] wd,
    output logic [31:0] rd1, rd2
);
    logic [31:0] registers [0:31];
    initial begin
        for (int i = 0; i < 32; i++) begin
            registers[i] = 32'b0;  
        end
    end
    assign rd1 = (ra1 == 5'b00000) ? 32'h0000_0000 : registers[ra1];
    assign rd2 = (ra2 == 5'b00000) ? 32'h0000_0000 : registers[ra2];
    always_ff @(posedge clk) begin
        if (we && wa != 5'b00000) begin
            registers[wa] <= wd;  
        end
    end
endmodule
==> flow/run.sh <==
#!/bin/bash
# OpenROAD 26Q1-2900-gdf79404cd8, Yosys 0.63+post, stock flow scripts
make -C /OpenROAD-flow-scripts/flow DESIGN_CONFIG=/design/flow/config.mk WORK_HOME=/design/flow/orfs finish
==> flow/config.mk <==
export PLATFORM = sky130hd
export DESIGN_NAME = register_file
export DESIGN_NICKNAME = register_file
export VERILOG_FILES = /design/flow/design.v
export SDC_FILE = /design/flow/constraint.sdc
export NUM_CORES = 4
export LEC_CHECK = 1
export CORE_UTILIZATION = 30
==> flow/constraint.sdc <==
current_design register_file

set clk_period 9.8
set clk_io_pct 0.2

create_clock -name clk0 -period $clk_period [get_ports {clk}]

set non_clock_inputs [all_inputs -no_clocks]
set_input_delay [expr $clk_period * $clk_io_pct] -clock clk0 $non_clock_inputs
set_output_delay [expr $clk_period * $clk_io_pct] -clock clk0 [all_outputs]
==> qor.yml <==
status: "finished clean"
hold-path-cell-count: 2
first_pass_iters: 5
dpl_cell_area_um2: 52000
numCtsBuffers: 101
crit_required_ns: 7.84
synth_cell_types: 39
adder_share: 0
warnings: 26
top_cell_area_share: 0.642
end_kind: "output port"
rsz0062_at_grt: "no"
clk_pin_slew_ns: 0.06
logic_family: "multiplexers"
topCellsByArea: "edfxtp_1 (64%), mux4_2 (15%), mux2i_1 (6.7%)"
clock_path_buffers: 3
finalHoldViolations: 0
fin_crit_sh: 0.772
syn_area_per_cell_um2: 18.7
largest_register: "registers"
cts_hold_buf: 0
grt_overflow: 0
min_path_type: "in -> reg"
grt_pass1_vias: 30332
hp-start: "wd[13]"
synth_seq_share: 0.642
port_buffers: 112
cts-root-buf: "clkbuf_16"
syn_area_um2: 47900
grt_pass1_wl_um: 220000
post_cts_buffers: 0
arrival_ns: 5.60
max_freq_ghz: 0.132
simple_gate_share: 0.0218
cts_sinks: 1024
pin_count: 113
vias: 27663
critPathKind: "in -> out"
drive_above_1_share: 0.269
reg_top3: "registers x1024"
yosys_area_um2: 47900
fin_tns_setup_ns: 0
max-cap-violations: 0
drt-vias-per-instance: 5.66
vdd_drop_max_mv: 0.141
drtIter0Drc: 2035
setup_viol_count_final: 0
compound_area_frac: 0.0615
antenna_found_initial: 8
grt_max_degree: 97
xor_share: 0
finalCriticalPeriod_ns: 7.56
h-tree-depth: 3
syn_inst: 2564
final_max_slew_viol_count: 0
final_cell_area_um2: 55300
holdWs_ns: 2.06
routed_wl_um: 155000
critPathMaxFanout: 82
cp-startpoint: "ra1[2]"
drc: 0
yosys_cells: 2564
dieHeight_um: 402
slew_headroom: 0.408
cts_tree: "yes"
gp_congestion: 0.892
powerDensity_nw_per_um2: 175
final_util: 0.349
hold_end: "registers[0][13]$_DFFE_PP_"
rows: 146
grt_usage: 0.205
synth_top_cell_by_area: "edfxtp_1"
wl_per_cell_um: 31.7
dieArea_um2: 161000
die_w_um: 402
core_area_um2: 158000
dp_hpwl_um: 88400
muxShareOfSynthArea: 0.250
ant_nets: 0
ys_ff: 1024
p_leak_uw: 0.0177
syn2layout_area_growth_pct: 15.4
worst_slew_pin_slew_ns: 0.885
cts_resized: 0
yosys_warnings: 1
fp_util: 0.302
start_kind: "primary input"
largest_register_ffs: 1024
==> report_power, final <==
group | internal [uW] | switching (uW)
logic | 380 | 522
registers | 4880 | 26.1
clock network | 2200 | 1680
total | 7460 | 2230
==> worst max-delay path, stage by stage <==
cell             delay [ns]
buf_8                  0.37
buf_4                  0.61
buf_12                 0.45
mux2i_1                0.20
a221oi_1               0.33
o21ai_0                0.16
a311oi_1               0.67
clkdlybuf4s50_1        0.59
==> layer usage <==
layer / vias up / track usage / wire (um)
li1: 11341 / - / -
met1: 13914 / 0.218 / 48400
met2: 2086 / 0.307 / 72200
met3: 304 / 0.170 / 28900
met4: 18 / 0.0551 / 5450
met5: - / 0.00506 / 150
==> layout by cell type (no fill, tap or decap), drive strengths merged, types with 6 or more instances in the layout <==
cell,n
bufinv,11
buf,150
mux2i,320
mux4,352
clkinv,49
o221ai,64
nand3b,6
nor2,37
o2111ai,10
clkbuf,118
edfxtp,1024
conb,32
mux2,64
a311oi,32
clkdlybuf4s50,102
nand4,32
o21ai,54
nand2,85
a221oi,54
a211oi,64
a22oi,64
a21oi,32
nor2b,37
==> logic make-up (layout without fill, tap and decap cells) <==
group | count (synthesis) | in the layout
flops | 1024 | 1024
mux | 736 | 736
compound gates | 374 | 374
buf+inv | 217 | 438
simple gates | 212 | 212
other cells | 1 | 34
==> cells in the mapped netlist, drive strengths merged <==
library cell,number
or3,2
nand3b,6
and3,1
or4,1
a221oi,54
nand4,32
mux2i,320
a211oi,64
clkbuf,100
nand3,2
or2,1
mux4,352
inv,2
nor2,37
or3b,5
and2,2
o21ai,54
mux2,64
conb,1
a311oi,32
nand2b,1
a22oi,64
nand2,85
nor2b,37
edfxtp,1024
buf,115
o221ai,64
a21oi,32
o2111ai,10
==> per-stage QoR <==
step,instances,power [uW],worst slack [ns]
final,4890,9690,2.24
after global routing,4888,9970,1.99
after CTS,4888,9750,2.24
after detailed placement,4704,5900,2.25
after global placement,4704,5900,2.22
after floorplan,2595,5490,4.47
==> layout make-up <==
cell class	instances	area (um2)
multi-input combinational	1354	16400
tap	2072	2590
clock inverter	66	668
timing repair buffer	252	2250
fill	14497	103000
clock buffer	118	2610
antenna	2	5.00
inverter	2	10.0
sequential	1024	30700
==> worst max-delay path by stage <==
stage	end	slack, ns
6_report	rd1[9]	2.24
4_1_cts	rd1[28]	2.24
5_1_grt	rd1[9]	1.99
Power and IR drop assume default switching activity.
