==> /design/flow/design.v <==
module imem (
    input  logic [31:0] addr,
    output logic [31:0] instruction
);
    logic [31:0] mem [0:1023];  
    initial begin
        mem[0] = 32'h00500093;  
        mem[1] = 32'h00600113;  
        mem[2] = 32'h002081b3;  
        for (int i = 3; i < 1024; i++) begin
            mem[i] = 32'h00000013;  
        end
    end
    assign instruction = mem[addr[31:2]];
endmodule
==> /design/flow/run.sh <==
#!/bin/bash
# OpenROAD 26Q1-2900-gdf79404cd8, Yosys 0.63+post, stock flow scripts
make -C /OpenROAD-flow-scripts/flow DESIGN_CONFIG=/design/flow/config.mk WORK_HOME=/design/flow/orfs finish
==> /design/flow/config.mk <==
export PLATFORM = sky130hd
export DESIGN_NAME = imem
export DESIGN_NICKNAME = imem
export VERILOG_FILES = /design/flow/design.v
export SDC_FILE = /design/flow/constraint.sdc
export NUM_CORES = 4
export LEC_CHECK = 1
export CORE_AREA = 10 10 70 70
export DIE_AREA = 0 0 80 80
export SYNTH_MEMORY_MAX_BITS = 65536
==> /design/flow/constraint.sdc <==
current_design imem

set clk_period 2.5
set clk_io_pct 0.2

create_clock -name clk0 -period $clk_period

set non_clock_inputs [all_inputs -no_clocks]
set_input_delay [expr $clk_period * $clk_io_pct] -clock clk0 $non_clock_inputs
set_output_delay [expr $clk_period * $clk_io_pct] -clock clk0 [all_outputs]
==> Changelog: implementation <==
### Physical design

* Post-synth top area cell: buf_4
* Final min period at 2.42 ns
* Dominant cell area share at 0.656
* Port-buffer cells at 17
* Setup WS post-layout at 0.0754 ns
* Outcome: finished, final reports clean
* Vias in the first global route at 289
* Crit path kind: input pin to primary output
* Post-DRT Antenna Nets at 0
* Final period util at 0.970
* Max-Cap Viols at 0
* # diodes at 0
* Fillers at 409
* Via count at 237
* Avg WL per Cell at 8.49 um
* CTS Hold Bufs at 0
* Post-detail-place hpwl at 842 um
* Total number of yosys warnings at 1
* Met3 wirelength from detailed routing at 80 um
* Die height at 80 um
* Commonest cells in the netlist: buf_4, inv_1, nor3_1
* Final Setup Violations at 0
* Leakage at 0.238 nW
* Final count of hold timing violations at 0
* I/O Pins at 64
* Wl on met1 at 367 um
* Share of cells above drive strength 1 at 0.203
* Yosys Chip Area at 309 um2
* Cell area leaders: buf_4, ha_1, or4_4
* Worst VDD drop at 8.75 uV
* Syn_area_per_cell at 7.19 um2
* Fmax at 0.412 GHz
* Area growth from synthesis to layout at 47.8%
* Worst path required time at 2.00 ns
* Total track usage at 0.0229
* Gr ovfl total at 0
* Die ar. at 6400 um2
* Tool Warnings at 55
* Post-Place Worst Slack at -0.346 ns
* Placed Cells at 104
* RSZ-0062 raised after global routing: false
* Core area at 3420 um2
* CP max FO at 4
* Distinct lib cells at 7
* First-pass GRT wire length at 1280 um
* Count leader, synth: buf_4
* Reg area at 0 um2
* Startpoint types: input pin
* Hold WS at 1.72 ns
* Initial antenna violation count at 0
* Largest net degree at the start of global routing at 5
* Placer congestion estimate at 0.669
* Final non-filler cell total at 105
* Flip-flop and latch count at 0
* Data arrival time of the worst path at 1.92 ns
* Top sig layer: met3
* Post-Syn Area at 309 um2
* FP Util at 0.0905
* Register area share after synthesis at 0
* Pwr per Cell Area at 67.6 nW/um2
* Clock buf count at 0
* Logic area at 200 um2
* Row count at 21
* Die x size at 80 um
* DRT Wirelength at 891 um
* DRC errors left at 0
* DR iter-0 viols at 2
* CP Capture Type: primary output
* Post-synthesis cell count at 43
* Met2 wire length at 443 um
* 1st-pass router iterations at 2
* Number of standard cells reported by yosys at 43
* Tightest Hold Check Type: input pin to primary output
* DR vias/cell at 2.26
* Max Transition Viols Final at 0
path summary, 6_finish.rpt:
path  startpoint         endpoint  slack (ns)  cells past startpoint
max      addr[7]   instruction[7]        0.08                      5
min      addr[3]  instruction[22]        1.72                      4
metal layers:
layer / track usage / vias to the layer above
met5: 0 / -
met4: 0 / 0
met3: 0.00568 / 0
met2: 0.0417 / 21
met1: 0.0277 / 103
li1: - / 113
per-stage QoR:
stage          setup TNS (ns)  area [um2]  power (mW)   util
2_1_floorplan               0         395      0.0341      -
3_3_place_gp            -1.74         435      0.0288  0.127
3_5_place_dp            -1.82         435      0.0289  0.127
4_1_cts                     0         462      0.0323  0.135
5_1_grt                     0         457      0.0352  0.134
6_report                    0         457      0.0309  0.134
worst max-delay path: stages:
cell and delay (ns):
clkdlybuf4s50_1 0.40, or4_4 0.59, buf_6 0.15, a211oi_2 0.17, buf_2 0.12
layout by cell type, fill, tap and decap left out:
cell type and instances:
buf_2 1, dlygate4sd2_1 5, buf_4 2, a211oi_2 1, buf_6 1, clkbuf_2 1
or4_4 2, nor3_4 1, inv_1 5, ha_1 2, clkdlybuf4s50_1 10, conb_1 25
nor3_2 3
area by class of cell:
class	count	share of cell area
Multi-Input combinational cell	34	0.438
Timing Repair Buffer	20	0.395
Tap cell	46	0.126
Inverter	5	0.0411
report_power, final:
part / leakage [nW] / switching (mW) / internal (mW) / total (mW)
logic: 0.238 / 0.0120 / 0.0188 / 0.0309
clock network: 0 / 0 / 0 / 0
registers: 0 / 0 / 0 / 0
total: 0.238 / 0.0120 / 0.0188 / 0.0309
repair_timing:
item,in CTS,in global routing
buffers inserted,1,0
pin swaps,1,1
setup endpoints to repair,7,1
gates resized,16,1
endpoints found under the hold margin,0,0
cells by family (layout without fill, tap and decap cells):
family          after synthesis  count (layout)  share of synthesized area
buf+inv                      32              25                      0.717
simple gates                  6               6                      0.138
fa+ha+maj                     2               2                     0.0810
other cells                   2              25                     0.0243
compound gates                1               1                     0.0405
Power and IR drop assume default switching activity.
